$ cat /design/flow/config.mk
export PLATFORM = sky130hd
export DESIGN_NAME = fmul
export DESIGN_NICKNAME = fmul
export VERILOG_FILES = /design/flow/design.v
export SDC_FILE = /design/flow/constraint.sdc
export NUM_CORES = 4
export LEC_CHECK = 1
export CORE_UTILIZATION = 30
$ cat /design/flow/constraint.sdc
current_design fmul

set clk_period 22.2
set clk_io_pct 0.2

create_clock -name clk0 -period $clk_period

set non_clock_inputs [all_inputs -no_clocks]
set_input_delay [expr $clk_period * $clk_io_pct] -clock clk0 $non_clock_inputs
set_output_delay [expr $clk_period * $clk_io_pct] -clock clk0 [all_outputs]
$ cat /design/flow/design.v
module fmul (
	input logic [31:0] num1,
	input logic [31:0] num2,
	output logic [31:0] out_mul
);
	logic sign;
	logic [7:0] expF;
	logic [23:0] mantissa;
	logic [23:0] mantissa1, mantissa2;
	logic [47:0] mantissaProd;
	assign mantissa1 = (num1 == 32'b0) ? 24'b0 : {1'b1, num1[22:0]};
	assign mantissa2 = (num2 == 32'b0) ? 24'b0 : {1'b1, num2[22:0]};
	assign sign = num1[31] ^ num2[31];
	int i;
	always_comb begin
		mantissaProd = mantissa1*mantissa2;
		expF = (num1[30:23] + num2[30:23]) - 8'h7F;
		mantissa = mantissaProd[47:24];
		i = 0;
		if (mantissa[23]) begin
			mantissa = mantissa << 1;
		 end else	
		if (mantissa[22]) begin
			mantissa = mantissa << 2;
			expF = expF - 1;
		end else if (mantissa[21]) begin
			mantissa = mantissa << 3;
			expF = expF - 2;
		end else if (mantissa[20]) begin
			mantissa = mantissa << 4;
			expF = expF - 3;
		end else if (mantissa[19]) begin
			mantissa = mantissa << 5;
			expF = expF - 4;
		end else if (mantissa[18]) begin
			mantissa = mantissa << 6;
			expF = expF - 5;
		end else if (mantissa[17]) begin
			mantissa = mantissa << 7;
			expF = expF - 6;
		end else if (mantissa[16]) begin
			mantissa = mantissa << 8;
			expF = expF - 7;
		end else if (mantissa[15]) begin
			mantissa = mantissa << 9;
			expF = expF - 8;
		end else if (mantissa[14]) begin
			mantissa = mantissa << 10;
			expF = expF - 9;
		end else if (mantissa[13]) begin
			mantissa = mantissa << 11;
			expF = expF - 10;
		end else if (mantissa[12]) begin
			mantissa = mantissa << 12;
			expF = expF - 11;
		end else if (mantissa[11]) begin
			mantissa = mantissa << 13;
			expF = expF - 12;
		end else if (mantissa[10]) begin
			mantissa = mantissa << 14;
			expF = expF - 13;
		end else if (mantissa[9]) begin
			mantissa = mantissa << 15;
			expF = expF - 14;
		end else if (mantissa[8]) begin
			mantissa = mantissa << 16;
			expF = expF - 15;
		end else if (mantissa[7]) begin
			mantissa = mantissa << 17;
			expF = expF - 16;
		end else if (mantissa[6]) begin
			mantissa = mantissa << 18;
			expF = expF - 17;
		end else if (mantissa[5]) begin
			mantissa = mantissa << 19;
			expF = expF - 18;
		end else if (mantissa[4]) begin
			mantissa = mantissa << 20;
			expF = expF - 19;
		end else if (mantissa[3]) begin
			mantissa = mantissa << 21;
			expF = expF - 20;
		end else if (mantissa[2]) begin
			mantissa = mantissa << 22;
			expF = expF - 21;
		end else if (mantissa[1]) begin
			mantissa = mantissa << 23;
			expF = expF - 22;
		end
		else begin
			expF = 8'b11111111;
		end
		expF = expF + 1;
		out_mul = {sign, expF, mantissa[23:1]};
	end
endmodule
$ cat /design/flow/run.sh
#!/bin/bash
# OpenROAD 26Q1-2900-gdf79404cd8, Yosys 0.63+post, stock flow scripts
make -C /OpenROAD-flow-scripts/flow DESIGN_CONFIG=/design/flow/config.mk WORK_HOME=/design/flow/orfs finish
==> flow_summary.yaml <==
# generated from flow reports
logic_synthesis:
  syn_area_sq_mm: 0.0268
  synthAoiAreaFrac: 0.181
  top_area_frac: 0.360
  synth_stat.cells: 3393
  yosysTopAreaCell: "fa_1"
  topCombFamilyByArea: "adder cells"
  synth-adder-area-share: 0.455
  ys_seq_frac: 0
  ys_sh_mux: 0.00490
  simple_gate_share: 0.205
  yosys-top-cells-area: "fa_1 (36%), ha_1 (9.5%), and3_1 (9.5%), inv_1 (8.0%), nand2_1 (4.2%)"
  ys_warn_count: 1
  synth_cell_type_count: 95
  post_synth.cell_area_avg_sq_um: 7.90
  synthXorXnorAreaFrac: 0.0295
  ys_chip_area_sq_mm: 0.0268
  syn_inst: 3393
routing:
  diodes: 0
  routed_via_density: 5.62
  maxUsedRoutingLayer: "met5"
  drc: 0
  routed-wl-met2_mm: 43.4
  wl_mm: 100
  dr.pass1.iters: 23
  wl_per_cell_microns: 22.4
  via_count: 25162
  drt-initial-drc-count: 2082
  routed-wl-met3_mm: 13.5
  ant_nets: 0
  m1WireLength_mm: 39.1
floorplanning:
  core-area_sq_mm: 0.0885
  die.size.y_microns: 301
  dieArea_sq_mm: 0.0906
  die_x_microns: 301
  rows: 109
  ios: 96
  fp-utilization: 0.303
hold_path:
  hp-class: "in2out"
  hold_path_depth: 3
  min_to: "out_mul[31]"
  min_from: "num1[31]"
cells_and_area:
  fin_area_sq_mm: 0.0291
  utilization: 0.329
  flops: 0
  drive_gt1_frac: 0.0567
  lay_top_cells: "inv_1 (568), fa_1 (482), and3_1 (405)"
  syn2layout_area_growth_pct: 8.50
  seqCellArea_sq_um: 0
  clock_buffers: 0
  lay_top_count: "inv_1"
outcome:
  status: "complete, no violations"
final_timing:
  setup_viol: 0
  hold_viol: 0
  slew_viol_final: 0
  finalCritPeriodShare: 0.932
  worst_slew_pin_slew_ns: 1.02
  rsz0062_at_grt: "false"
  fin_setup_tns_ns: 0
  fin_crit_ns: 20.70
  max_freq_mhz: 48.3
  slew_headroom: 0.318
run:
  max-cap-violations: 0
  tool_warnings: 49
clock_tree:
  cts_resized: 0
  cts_hold_buf: 0
  post-cts-setup-buffers: 0
critical_path:
  crit_path_max_fanout: 169
  startpoint_type: "primary input"
  required_ns: 17.76
  cpMostUsedCell: "fa_1"
  cp_num_buf_inv: 8
  critical-path-top-delay-family: "adder cells"
  worstPathArrival_ns: 16.26
  worst_setup_path_end_kind: "output pin"
  cp_slowest_cell: "clkdlybuf4s50_1"
  path_class: "in2out"
  cpPeakStageDelay_ns: 0.86
place:
  io_buffer_count: 96
  dpl.hpwl_mm: 75.7
  place_area_sq_mm: 0.0291
  gp_congestion: 1.06
global_route:
  globalRouteTotalUtil: 0.234
  grt_pass1_vias: 25810
  grt_max_degree: 170
  grt_pass1_wl_mm: 157
  antenna_found_initial: 0
  gr-total-overflow: 0
[worst min-delay path, stage by stage]
cell and delay, ns:
clkdlybuf4s50_1 0.50, xor2_1 0.07, clkdlybuf4s50_1 0.40
[kinds of logic (layout without fill, tap and decap cells)]
| kind of cell | after synthesis | count (layout) |
|---|---|---|
| simple gates | 1051 | 1051 |
| buf+inv | 866 | 787 |
| compound gates | 693 | 693 |
| fa+ha+maj | 686 | 686 |
| xor+xnor | 84 | 84 |
| mux | 13 | 13 |
[layout make-up]
cell class,instances,area (sq um)
fillers,9313,59400
repair buffers,216,1870
well taps,1165,1460
inverters,571,2140
multi-input cells,2527,23600
[per-layer routing]
metal | global-route usage | vias up
met4 | 0.0737 | 2
met5 | 0.0132 | -
met3 | 0.106 | 284
li1 | - | 11226
met2 | 0.343 | 1516
met1 | 0.312 | 12134
[per-stage QoR]
stage | hold WS (ns) | worst slack, ns | cells
6_report | 9.85 | 1.50 | 4479
3_5_place_dp | 9.86 | 1.74 | 4479
4_1_cts | 9.86 | 1.72 | 4479
2_1_floorplan | 9.03 | 5.11 | 3393
3_3_place_gp | 9.86 | 1.77 | 4479
5_1_grt | 9.90 | 1.02 | 4479
[Yosys cell counts (all sizes together), types with 6 or more instances]
cell type	n
o221ai	26
o31ai	8
fa	482
a311oi	22
nor2b	9
xor2	21
o21a	16
a21oi	152
a211oi	42
nor3	32
xnor2	63
a221oi	28
buf	47
a21boi	7
or3	10
and2	54
o21bai	6
nand2	299
o22ai	26
nor4	32
a22oi	9
nand3	52
a31oi	26
ha	204
and3	405
nor2	120
mux2i	12
o211ai	54
a2111oi	15
a21o	20
inv	568
clkbuf	248
a221o	6
o311ai	11
nand4	14
a211o	12
o2111ai	10
o21ai	142
[how the worst max path moves through the flow]
| stage | start | end | slack [ns] | cells after the start |
|---|---|---|---|---|
| global route | num1[30] | out_mul[29] | 1.02 | 36 |
| finish | num1[25] | out_mul[30] | 1.50 | 35 |
| CTS | num1[30] | out_mul[30] | 1.72 | 35 |
