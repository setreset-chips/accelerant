`./config.mk`:
```
export PLATFORM = sky130hd
export DESIGN_NAME = fadd
export DESIGN_NICKNAME = fadd
export VERILOG_FILES = /design/flow/design.v
export SDC_FILE = /design/flow/constraint.sdc
export NUM_CORES = 4
export LEC_CHECK = 1
export CORE_UTILIZATION = 40
```
`./constraint.sdc`:
```
current_design fadd

set clk_period 26.3
set clk_io_pct 0.2

create_clock -name clk0 -period $clk_period

set non_clock_inputs [all_inputs -no_clocks]
set_input_delay [expr $clk_period * $clk_io_pct] -clock clk0 $non_clock_inputs
set_output_delay [expr $clk_period * $clk_io_pct] -clock clk0 [all_outputs]
```
`./design.v`:
```
module fadd (
	input logic [31:0] num1,
	input logic [31:0] num2,
	output logic [31:0] out_num
);
	logic largerMag, finalSign;
	logic [7:0] num1Exp, num2Exp, finalExp;
	logic [23:0] num1Mant, num2Mant, finalMant;
	logic [24:0] sumMants;
	int i;
	always_comb begin
		finalSign = 1'b0;
		largerMag = 1'b0;
   		num1Exp = num1[30:23];  
   		num2Exp = num2[30:23];  
   		num1Mant = {1'b1, num1[22:0]};
   		num2Mant = {1'b1, num2[22:0]};
   		if(num1Exp < num2Exp) begin
   			finalExp = num2Exp;
  	 		num1Mant = num1Mant >> (finalExp - num1Exp);
  	 		largerMag = 1'b1;
  	 	end else if (num2Exp < num1Exp) begin
   			finalExp = num1Exp;
   			num2Mant = num2Mant >> (finalExp - num2Exp);
   			largerMag = 1'b0;
   		end else begin
   			finalExp = num1Exp;
   			if (num2Mant > num1Mant) begin
   				largerMag = 1'b1;
   			end else begin
   				largerMag = 1'b0;
   			end
  	 	end
  	 	if ((num1[31] == 1'b1) && (num2[31] == 1'b1)) begin  
   			sumMants = num2Mant + num1Mant;
   			finalSign = 1'b0;
   			finalMant = sumMants[24:1];
   	   		finalExp = finalExp+1;
  	 	end else if ((num1[31] == 1'b1) && (num2[31] == 1'b0)) begin
  	 		sumMants = num1Mant - num2Mant;
  	 		finalSign = largerMag ? 1'b1 : 1'b0;
  	 		finalMant = sumMants[23:0];
  	 		finalMant = sumMants[24] ? finalMant * -1 : finalMant;
  	 	end else if ((num1[31] == 1'b0) && (num2[31] == 1'b1)) begin
  	 		sumMants = num2Mant - num1Mant;
  	 		finalSign = largerMag ? 1'b0 : 1'b1;
  	 		finalMant = sumMants[23:0];
  	 		finalMant = sumMants[24] ? finalMant * -1 : finalMant;
  	 	end else begin
  	 		sumMants = num2Mant + num1Mant;
  	 		finalSign = 1'b1;
  	 		finalMant = sumMants[24:1];
  	 		finalExp = finalExp+1;
  	 	end
		if (finalMant[23]) begin
			finalMant = finalMant << 1;
		end else if (finalMant[22]) begin
			finalMant = finalMant << 2;
			finalExp = finalExp - 1;
		end else if (finalMant[21]) begin
			finalMant = finalMant << 3;
			finalExp = finalExp - 2;
		end else if (finalMant[20]) begin
			finalMant = finalMant << 4;
			finalExp = finalExp - 3;
		end else if (finalMant[19]) begin
			finalMant = finalMant << 5;
			finalExp = finalExp - 4;
		end else if (finalMant[18]) begin
			finalMant = finalMant << 6;
			finalExp = finalExp - 5;
		end else if (finalMant[17]) begin
			finalMant = finalMant << 7;
			finalExp = finalExp - 6;
		end else if (finalMant[16]) begin
			finalMant = finalMant << 8;
			finalExp = finalExp - 7;
		end else if (finalMant[15]) begin
			finalMant = finalMant << 9;
			finalExp = finalExp - 8;
		end else if (finalMant[14]) begin
			finalMant = finalMant << 10;
			finalExp = finalExp - 9;
		end else if (finalMant[13]) begin
			finalMant = finalMant << 11;
			finalExp = finalExp - 10;
		end else if (finalMant[12]) begin
			finalMant = finalMant << 12;
			finalExp = finalExp - 11;
		end else if (finalMant[11]) begin
			finalMant = finalMant << 13;
			finalExp = finalExp - 12;
		end else if (finalMant[10]) begin
			finalMant = finalMant << 14;
			finalExp = finalExp - 13;
		end else if (finalMant[9]) begin
			finalMant = finalMant << 15;
			finalExp = finalExp - 14;
		end else if (finalMant[8]) begin
			finalMant = finalMant << 16;
			finalExp = finalExp - 15;
		end else if (finalMant[7]) begin
			finalMant = finalMant << 17;
			finalExp = finalExp - 16;
		end else if (finalMant[6]) begin
			finalMant = finalMant << 18;
			finalExp = finalExp - 17;
		end else if (finalMant[5]) begin
			finalMant = finalMant << 19;
			finalExp = finalExp - 18;
		end else if (finalMant[4]) begin
			finalMant = finalMant << 20;
			finalExp = finalExp - 19;
		end else if (finalMant[3]) begin
			finalMant = finalMant << 21;
			finalExp = finalExp - 20;
		end else if (finalMant[2]) begin
			finalMant = finalMant << 22;
			finalExp = finalExp - 21;
		end else if (finalMant[1]) begin
			finalMant = finalMant << 23;
			finalExp = finalExp - 22;
		end
		else begin
			finalExp = finalExp - 1;
		end
  	      if(num1 == 0 && num2Exp == 0) begin
  	         finalMant = 24'b0;
  	         finalExp = 8'b0;
  	      end	
	end
	assign out_num = {~finalSign, finalExp, finalMant[23:1]};  
endmodule
```
`./run.sh`:
```
#!/bin/bash
# OpenROAD 26Q1-2900-gdf79404cd8, Yosys 0.63+post, stock flow scripts
make -C /OpenROAD-flow-scripts/flow DESIGN_CONFIG=/design/flow/config.mk WORK_HOME=/design/flow/orfs finish
```
==> impl_metrics.env <==
# physical design summary
export IMPL_outcome="finished, final reports clean"
export IMPL_timing_setup_critical_path_class="in -> out"
export IMPL_period_minus_slack_ns=25.61
export IMPL_fp_row_count=87
export IMPL_synthDistinctLibCells=100
export IMPL_timing_final_hold_violations=0
export IMPL_ys_cells=3260
export IMPL_area_delta_synth_final_pct=8.83
export IMPL_globalplace_congestion=0.989
export IMPL_slowest_delay_ns=0.63
export IMPL_worst_endpoint_required_ns=21.04
export IMPL_fp_dieW_um=242
export IMPL_crit_slowest_cell="sky130_fd_sc_hd__a2111oi_2"
export IMPL_mappedNetlistArea_um2=23100
export IMPL_timing_hold_worst_start="num2[31]"
export IMPL_clock_fmax_ghz=0.0390
export IMPL_hpwlAfterDp_um=70200
export IMPL_numPortBuffers=96
export IMPL_final_seq_area_um2=0
export IMPL_via_per_inst=6.14
export IMPL_avgRoutedWirePerCell_um=22.3
export IMPL_drive_gt1_share_pct=6.30
export IMPL_synthesis_area_per_instance_um2=7.09
export IMPL_die_height_um=242
export IMPL_worst_slew_margin_rel_pct=37.7
export IMPL_dieArea_um2=58700
export IMPL_layout_worst_path_cycle_share_pct=97.4
export IMPL_arrival_ns=20.35
export IMPL_cp_max_fo=15
export IMPL_synth_warnings=1
export IMPL_grt_setup_unrepaired="false"
export IMPL_drt_pass1_iter_count=6
export IMPL_detail_route_wirelength_um=89500
export IMPL_nFlopsAndLatches=0
export IMPL_critical_path_startpoint_type="primary input"
export IMPL_worstMarginPinSlew_ns=0.923
export IMPL_grt_pass1_wl_um=139000
export IMPL_mostFrequentLayoutCells="sky130_fd_sc_hd__inv_1, sky130_fd_sc_hd__ha_1, sky130_fd_sc_hd__a21oi_1, sky130_fd_sc_hd__nand2_1, sky130_fd_sc_hd__nor2_1"
export IMPL_global_route_usage_total_pct=30.8
export IMPL_whs_endpoint="out_num[31]"
export IMPL_global_route_overflow_total=0
export IMPL_antenna_cells=0
export IMPL_ys_seq_share_pct=0
export IMPL_max_slew_vio_count=0
export IMPL_n_clock_buffer=0
export IMPL_routed_via_count=24600
export IMPL_cts_hold_buffers_added=0
export IMPL_floorplan_core_util_pct=40.7
export IMPL_antenna_violations_before_repair=3
export IMPL_pin_count=96
export IMPL_remaining_drc_errors=0
export IMPL_detail_route_antenna_nets=0
export IMPL_hold_ws_ns=11.87
export IMPL_endpoint_kind="output port"
export IMPL_min_path_cells=4
export IMPL_grt_max_degree=49
export IMPL_log_warning_count=104
export IMPL_yosys_stat_chipArea_um2=23100
export IMPL_maxCapViolations=0
export IMPL_hold_class="in -> out"
export IMPL_first_global_vias=23100
export IMPL_setup_total_negative_slack_ns=0
export IMPL_fill_cells=5877
export IMPL_combGateArea_um2=20900
export IMPL_core_area_um2=56700
export IMPL_postSynthCellCount=3260
export IMPL_finalSetupViolCount=0
export IMPL_commonest_non_fill_non_tap_cell_in_the_layout="sky130_fd_sc_hd__inv_1"
export IMPL_drt_iter0_drc=2359
[cells by family after synthesis]
| family | count (synthesis) | share of synthesized area, % |
|---|---|---|
| compound gates | 993 | 28.8 |
| mux | 98 | 4.47 |
| buf+inv | 624 | 10.3 |
| xor+xnor | 194 | 7.41 |
| fa+ha+maj | 470 | 30.9 |
| simple gates | 881 | 18.1 |
[synth_stat cells (11+ instances only)]
master,number,share of area (%)
sky130_fd_sc_hd__inv_1,401,6.5
sky130_fd_sc_hd__ha_1,303,16
sky130_fd_sc_hd__a21oi_1,267,5.8
sky130_fd_sc_hd__nor2_1,249,4.0
sky130_fd_sc_hd__nand2_1,248,4.0
sky130_fd_sc_hd__o21ai_0,195,4.2
sky130_fd_sc_hd__fa_1,167,14
sky130_fd_sc_hd__clkbuf_1,156,2.5
sky130_fd_sc_hd__xnor2_1,155,5.9
sky130_fd_sc_hd__mux2i_1,86,3.7
sky130_fd_sc_hd__nand3_1,78,1.7
sky130_fd_sc_hd__nor3_1,73,1.6
sky130_fd_sc_hd__a21o_1,60,1.9
sky130_fd_sc_hd__o211ai_1,49,1.6
sky130_fd_sc_hd__a211oi_1,43,1.4
sky130_fd_sc_hd__a31oi_1,41,1.1
sky130_fd_sc_hd__nand2b_1,38,1.0
sky130_fd_sc_hd__xor2_1,38,1.4
sky130_fd_sc_hd__nor2b_1,33,0.89
sky130_fd_sc_hd__o22ai_1,32,0.87
sky130_fd_sc_hd__buf_2,29,0.63
sky130_fd_sc_hd__nor4_1,27,0.73
sky130_fd_sc_hd__buf_1,25,0.41
sky130_fd_sc_hd__nand4_1,25,0.68
sky130_fd_sc_hd__o221ai_1,21,0.80
sky130_fd_sc_hd__a2111oi_0,19,0.72
sky130_fd_sc_hd__a211o_1,19,0.72
sky130_fd_sc_hd__a221oi_1,19,0.72
sky130_fd_sc_hd__and2_1,19,0.51
sky130_fd_sc_hd__o21a_1,19,0.62
sky130_fd_sc_hd__o2111ai_1,18,0.68
sky130_fd_sc_hd__o31ai_1,18,0.58
sky130_fd_sc_hd__or3_1,18,0.49
sky130_fd_sc_hd__a311oi_1,16,0.61
sky130_fd_sc_hd__and3_1,15,0.41
sky130_fd_sc_hd__o311ai_0,14,0.53
sky130_fd_sc_hd__or2_2,14,0.38
sky130_fd_sc_hd__o21bai_1,12,0.39
sky130_fd_sc_hd__o311a_1,11,0.48
[worst max-delay path by stage]
stage,from,cells past startpoint,slack [ns],to
CTS,num1[28],49,0.47,out_num[8]
global route,num1[26],49,0.03,out_num[20]
finish,num1[26],49,0.69,out_num[20]
[critical path: cells and delay by family]
kind,cells,cell delay (ns)
xor+xnor,3,0.88
simple gates,9,2.36
buf+inv,12,2.25
fa+ha+maj,10,4.93
compound gates,15,4.60
[final cells by class]
type,count,share of cell area [%]
Timing Repair Buffer,205,7.11
Multi-Input combinational cell,2636,83.0
Tap cell,756,3.76
Inverter,412,6.15
[what timing repair did]
| action | in CTS | in global routing |
|---|---|---|
| endpoints found under the setup margin | 0 | 30 |
| gates resized | 0 | 14 |
| setup buffers | 0 | 0 |
[through the flow]
stage / util, % / setup WS, ns / cell area, µm² / cells
final: 44.3 / 0.689 / 25100 / 4009
after CTS: 44.3 / 0.467 / 25100 / 4009
after global placement: 44.3 / 0.547 / 25100 / 4009
after global routing: 44.3 / 0.0292 / 25100 / 4009
after floorplan: - / 2.76 / 23100 / 3260
after detailed placement: 44.3 / 0.517 / 25100 / 4009
[routing by layer]
layer | global-route usage (%) | share of wire, %
met3 | 5.28 | 9.3
met2 | 46.3 | 44
met4 | 7.20 | 3.0
met5 | 0 | 0.051
met1 | 46.6 | 44
