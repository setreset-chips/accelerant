[design/flow/design.v]
module FMA (
	input logic [31:0]  a_fp,
	input logic [31:0]  b_fp,
	input logic [31:0]  c_fp,
	output logic [31:0] out_fp,
        output logic        ready
);
	logic sign_out, largerMag;
	logic [7:0] exp_out, final_exp;
	logic [23:0] mantissa_a, mantissa_b, mantissa_c, mantissa_mul_norm, final_mantissa;
	logic [47:0] mantissa_mul_out;
	logic [24:0] sum_mants;
	always_comb begin
		mantissa_a = (a_fp == 32'b0) ? 24'b0 : {1'b1, a_fp[22:0]};
		mantissa_b = (b_fp == 32'b0) ? 24'b0 : {1'b1, b_fp[22:0]};
		mantissa_c = (c_fp == 32'b0) ? 24'b0 : {1'b1, c_fp[22:0]};
		sign_out = a_fp[31] ^ b_fp[31];
		exp_out = a_fp[30:23] + b_fp[30:23] - 8'h7F;
		mantissa_mul_out = mantissa_a * mantissa_b;
		mantissa_mul_norm = mantissa_mul_out[47:24];
		if (mantissa_mul_norm[23]) begin
			mantissa_mul_norm = mantissa_mul_norm << 1;
		end else if (mantissa_mul_norm[22]) begin
			mantissa_mul_norm = mantissa_mul_norm << 2;
			exp_out = exp_out - 1;
		end else if (mantissa_mul_norm[21]) begin
			mantissa_mul_norm = mantissa_mul_norm << 3;
			exp_out = exp_out - 2;
		end else if (mantissa_mul_norm[20]) begin
			mantissa_mul_norm = mantissa_mul_norm << 4;
			exp_out = exp_out - 3;
		end else if (mantissa_mul_norm[19]) begin
			mantissa_mul_norm = mantissa_mul_norm << 5;
			exp_out = exp_out - 4;
		end else if (mantissa_mul_norm[18]) begin
			mantissa_mul_norm = mantissa_mul_norm << 6;
			exp_out = exp_out - 5;
		end else if (mantissa_mul_norm[17]) begin
			mantissa_mul_norm = mantissa_mul_norm << 7;
			exp_out = exp_out - 6;
		end else if (mantissa_mul_norm[16]) begin
			mantissa_mul_norm = mantissa_mul_norm << 8;
			exp_out = exp_out - 7;
		end else if (mantissa_mul_norm[15]) begin
			mantissa_mul_norm = mantissa_mul_norm << 9;
			exp_out = exp_out - 8;
		end else if (mantissa_mul_norm[14]) begin
			mantissa_mul_norm = mantissa_mul_norm << 10;
			exp_out = exp_out - 9;
		end else if (mantissa_mul_norm[13]) begin
			mantissa_mul_norm = mantissa_mul_norm << 11;
			exp_out = exp_out - 10;
		end else if (mantissa_mul_norm[12]) begin
			mantissa_mul_norm = mantissa_mul_norm << 12;
			exp_out = exp_out - 11;
		end else if (mantissa_mul_norm[11]) begin
			mantissa_mul_norm = mantissa_mul_norm << 13;
			exp_out = exp_out - 12;
		end else if (mantissa_mul_norm[10]) begin
			mantissa_mul_norm = mantissa_mul_norm << 14;
			exp_out = exp_out - 13;
		end else if (mantissa_mul_norm[9]) begin
			mantissa_mul_norm = mantissa_mul_norm << 15;
			exp_out = exp_out - 14;
		end else if (mantissa_mul_norm[8]) begin
			mantissa_mul_norm = mantissa_mul_norm << 16;
			exp_out = exp_out - 15;
		end else if (mantissa_mul_norm[7]) begin
			mantissa_mul_norm = mantissa_mul_norm << 17;
			exp_out = exp_out - 16;
		end else if (mantissa_mul_norm[6]) begin
			mantissa_mul_norm = mantissa_mul_norm << 18;
			exp_out = exp_out - 17;
		end else if (mantissa_mul_norm[5]) begin
			mantissa_mul_norm = mantissa_mul_norm << 19;
			exp_out = exp_out - 18;
		end else if (mantissa_mul_norm[4]) begin
			mantissa_mul_norm = mantissa_mul_norm << 20;
			exp_out = exp_out - 19;
		end else if (mantissa_mul_norm[3]) begin
			mantissa_mul_norm = mantissa_mul_norm << 21;
			exp_out = exp_out - 20;
		end else if (mantissa_mul_norm[2]) begin
			mantissa_mul_norm = mantissa_mul_norm << 22;
			exp_out = exp_out - 21;
		end else if (mantissa_mul_norm[1]) begin
			mantissa_mul_norm = mantissa_mul_norm << 23;
			exp_out = exp_out - 22;
		end
		else begin
			exp_out = 8'b11111111;
		end
		exp_out = exp_out + 1;
		mantissa_mul_norm = (a_fp == 32'b0 || b_fp == 32'b0) ? 24'b0 : {1'b1, mantissa_mul_norm[23:1]};  
		if(exp_out < c_fp[30:23]) begin
   			final_exp = c_fp[30:23];
  	 		mantissa_mul_norm = mantissa_mul_norm >> (final_exp - exp_out);
  	 		largerMag = 1'b1;
  	 	end else if (c_fp[30:23] < exp_out) begin
   			final_exp = exp_out;
   			mantissa_c = mantissa_c >> (final_exp - c_fp[30:23]);
   			largerMag = 1'b0;
   		end else begin
   			final_exp = exp_out;
   			if (mantissa_c > mantissa_mul_norm) begin
   				largerMag = 1'b1;
   			end else begin
   				largerMag = 1'b0;
   			end
  	 	end
		if ((sign_out == 1'b1) && (c_fp[31] == 1'b1)) begin  
   			sum_mants = mantissa_c + mantissa_mul_norm;
   			sign_out = 1'b0;
   			final_mantissa = sum_mants[24:1];
   	   		final_exp = final_exp+1;
  	 	end else if ((sign_out == 1'b1) && (c_fp[31] == 1'b0)) begin
  	 		sum_mants = mantissa_mul_norm - mantissa_c;
  	 		sign_out = largerMag ? 1'b1 : 1'b0;
  	 		final_mantissa = sum_mants[23:0];
  	 		final_mantissa = sum_mants[24] ? final_mantissa * -1 : final_mantissa;
  	 	end else if ((sign_out == 1'b0) && (c_fp[31] == 1'b1)) begin
  	 		sum_mants = mantissa_c - mantissa_mul_norm;
  	 		sign_out = largerMag ? 1'b0 : 1'b1;
  	 		final_mantissa = sum_mants[23:0];
  	 		final_mantissa = sum_mants[24] ? final_mantissa * -1 : final_mantissa;
  	 	end else begin
  	 		sum_mants = mantissa_c + mantissa_mul_norm;
  	 		sign_out = 1'b1;
  	 		final_mantissa = sum_mants[24:1];
  	 		final_exp = final_exp+1;
  	 	end
  	 	if (final_mantissa[23]) begin
			final_mantissa = final_mantissa << 1;
		end else if (final_mantissa[22]) begin
			final_mantissa = final_mantissa << 2;
			final_exp = final_exp - 1;
		end else if (final_mantissa[21]) begin
			final_mantissa = final_mantissa << 3;
			final_exp = final_exp - 2;
		end else if (final_mantissa[20]) begin
			final_mantissa = final_mantissa << 4;
			final_exp = final_exp - 3;
		end else if (final_mantissa[19]) begin
			final_mantissa = final_mantissa << 5;
			final_exp = final_exp - 4;
		end else if (final_mantissa[18]) begin
			final_mantissa = final_mantissa << 6;
			final_exp = final_exp - 5;
		end else if (final_mantissa[17]) begin
			final_mantissa = final_mantissa << 7;
			final_exp = final_exp - 6;
		end else if (final_mantissa[16]) begin
			final_mantissa = final_mantissa << 8;
			final_exp = final_exp - 7;
		end else if (final_mantissa[15]) begin
			final_mantissa = final_mantissa << 9;
			final_exp = final_exp - 8;
		end else if (final_mantissa[14]) begin
			final_mantissa = final_mantissa << 10;
			final_exp = final_exp - 9;
		end else if (final_mantissa[13]) begin
			final_mantissa = final_mantissa << 11;
			final_exp = final_exp - 10;
		end else if (final_mantissa[12]) begin
			final_mantissa = final_mantissa << 12;
			final_exp = final_exp - 11;
		end else if (final_mantissa[11]) begin
			final_mantissa = final_mantissa << 13;
			final_exp = final_exp - 12;
		end else if (final_mantissa[10]) begin
			final_mantissa = final_mantissa << 14;
			final_exp = final_exp - 13;
		end else if (final_mantissa[9]) begin
			final_mantissa = final_mantissa << 15;
			final_exp = final_exp - 14;
		end else if (final_mantissa[8]) begin
			final_mantissa = final_mantissa << 16;
			final_exp = final_exp - 15;
		end else if (final_mantissa[7]) begin
			final_mantissa = final_mantissa << 17;
			final_exp = final_exp - 16;
		end else if (final_mantissa[6]) begin
			final_mantissa = final_mantissa << 18;
			final_exp = final_exp - 17;
		end else if (final_mantissa[5]) begin
			final_mantissa = final_mantissa << 19;
			final_exp = final_exp - 18;
		end else if (final_mantissa[4]) begin
			final_mantissa = final_mantissa << 20;
			final_exp = final_exp - 19;
		end else if (final_mantissa[3]) begin
			final_mantissa = final_mantissa << 21;
			final_exp = final_exp - 20;
		end else if (final_mantissa[2]) begin
			final_mantissa = final_mantissa << 22;
			final_exp = final_exp - 21;
		end else if (final_mantissa[1]) begin
			final_mantissa = final_mantissa << 23;
			final_exp = final_exp - 22;
		end
		else begin
			final_exp = final_exp - 1;
		end
	end
	assign out_fp = {~sign_out, final_exp, final_mantissa[23:1]};
endmodule
[design/flow/run.sh]
#!/bin/bash
# OpenROAD 26Q1-2900-gdf79404cd8, Yosys 0.63+post, stock flow scripts
make -C /OpenROAD-flow-scripts/flow DESIGN_CONFIG=/design/flow/config.mk WORK_HOME=/design/flow/orfs finish
[design/flow/config.mk]
export PLATFORM = sky130hd
export DESIGN_NAME = FMA
export DESIGN_NICKNAME = FMA
export VERILOG_FILES = /design/flow/design.v
export SDC_FILE = /design/flow/constraint.sdc
export NUM_CORES = 4
export LEC_CHECK = 1
export CORE_UTILIZATION = 40
[design/flow/constraint.sdc]
current_design FMA

set clk_period 90.1
set clk_io_pct 0.2

create_clock -name clk0 -period $clk_period

set non_clock_inputs [all_inputs -no_clocks]
set_input_delay [expr $clk_period * $clk_io_pct] -clock clk0 $non_clock_inputs
set_output_delay [expr $clk_period * $clk_io_pct] -clock clk0 [all_outputs]
==> GITHUB_STEP_SUMMARY <==
## PnR job results

| Metric | Value |
|---|---|
| Status | finished clean |
| Sw power | 145 mW |
| Maximum operating frequency | 15.0 MHz |
| Seq share, synth | 0 |
| Number of global-route vias before repair | 48,100 |
| Core region area | 121,000 um^2 |
| Logic area | ~44,000 um^2 |
| Fill count | between 10,000 and 15,000 |
| I/O pin cnt | 129 |
| CP Max Fanout | 116 |
| GRT overflow | 0 |
| Resize count post-CTS | 0 |
| YS warnings | 2 |
| Largest net degree at the start of global routing | about 120 |
| Type of origin of the critical path | primary input |
| Synthesized area | 48,900 um^2 |
| Pwr per Cell Area | 4640 nW/um^2 |
| Max-Cap Viols | 0 |
| Flop count | 0 |
| Delay of the slowest critical-path stage | 1.04 ns |
| Placement Cell Area | 52,000 um^2 |
| Crit path DAT | 48.66 ns |
| Post-synth top cells | inv_1 (908), fa_1 (651), nand2_1 (600) |
| Max Used Layer | met4 |
| Share of post-route cells with drive strength above 1 | 0.0511 |
| Antenna viol nets, final | 0 |
| Chip area | 124,000 um^2 |
| Hold-fix buffers at CTS | 0 |
| Crit-path most repeated cell | fa_1 |
| Setup violators final | 0 |
| Met2 wire length | 83,600 um |
| Crit. End Element | output port |
| Initial antenna violation count | 1 |
| Global-route wire length before repair | 297,000 um |
| DR vias/cell | 6.13 |
| Top cell area share | 0.267 |
| Final core occ | 0.431 |
| Area grow syn2layout | 6.37% |
| Slew headroom | 0.220 |
| Rows | about 130 |
| Total chip power | 241 mW |
| Global Route Usage Sum | 0.327 |
| Non-filler cells in the finished layout | 8,012 |
| Post-Place Cells | 8,010 |
| DRC | 0 |
| YS chip area | 48,900 um^2 |
| Design area | about 52,000 um^2 |
| Final Wtd Congestion | between 1 and 1.5 |
| Minimum clock period | 66.68 ns |
| Pre-CTS WS | ~24 ns |
| VDD IR-drop max | 5.02 mV |
| CP max stage cell | clkdlybuf4s50_1 |
| Yosys top cell by area | fa_1 |
| Routed WL | 194,000 um |
| Hpwl dp | between 100,000 and 150,000 um |
| Seq. cell area | 0 um^2 |
| Cycle use final | 0.740 |
| Unrepaired setup endpoints after global routing | false |
| Mean Syn Cell Area | 7.43 um^2 |
| Tool warnings | about 130 |
| Internal power | 96.6 mW |
| Cell Type Count | roughly 100 |
| WL met1 | a little under 80,000 um |
| Setup_tns | 0 ns |
| Hold Path Class | in -> out |
| Worst setup margin | 23.42 ns |
| Final hold slack | 37.15 ns |
| Die height | 352 um |
| Final Slew Violations | 0 |
| Post-CTS setup buffers | 0 |
| Clock buf count | 0 |
| DR pass1 iterations | 9 |
| Initial drt markers | 4,533 |
| Worst slew pin tran | 1.14 ns |
| Ys cells | 6,582 |
| Most frequent cell after synthesis | inv_1 |
| Die width | 352 um |
| Sw Share | 0.600 |
| Floorplan core density | 0.405 |
| Leakage power | approximately 24 nW |
| Wire per inst | 24.2 um |
| Vias | 49,100 |
| Final Hold Viols | 0 |
| IO Port Bufs | between 100 and 150 |
| Largest cells by area | fa_1 (27%), ha_1 (13%), inv_1 (7.0%) |
| Crit path DRT | 72.08 ns |
| CP Class | in -> out |
| Syn Inst Count | 6,582 |
| WL met3 | 22,500 um |
==> cell families (layout without fill, tap and decap cells) <==
family	count (synthesis)	after routing	share of synthesized area
buf+inv	1440	1256	0.112
compound gates	1676	1676	0.234
other cells	1	3	0.0000767
mux	72	72	0.0152
xor+xnor	263	263	0.0476
fa+ha+maj	1158	1158	0.396
simple gates	1972	1972	0.195
==> critical path, delay by kind of cell <==
kind	cells	cell delay [ns]
fa+ha+maj	19	8.54
simple gates	19	5.26
buf+inv	17	5.02
xor+xnor	5	0.78
mux	1	0.40
compound gates	35	10.40
==> per-layer routing <==
layer,track usage,vias up
met3,0.108,515
li1,-,22300
met5,0.00118,-
met1,0.457,23600
met4,0.107,0
met2,0.485,2765
==> layout by cell type (no fill, tap or decap), types with 32 or more instances in the layout <==
cell / Yosys / layout
inv_1: 908 / 908
fa_1: 651 / 651
nand2_1: 600 / 600
ha_1: 507 / 507
nor2_1: 448 / 444
and3_1: 420 / 420
a21oi_1: 361 / 360
o21ai_0: 327 / 325
xnor2_1: 219 / 211
buf_4: 4 / 206
clkdlybuf4s50_1: 0 / 127
nand3_1: 114 / 114
a211oi_1: 101 / 98
nor3_1: 95 / 90
a31oi_1: 83 / 82
o211ai_1: 81 / 81
and2_1: 72 / 72
a21o_1: 72 / 72
o21bai_1: 59 / 59
mux2i_1: 53 / 51
o221ai_1: 49 / 48
a311oi_1: 44 / 44
xor2_1: 42 / 39
o31ai_1: 40 / 39
o22ai_1: 39 / 39
nand4_1: 38 / 38
nor4_1: 40 / 36
a221oi_1: 36 / 35
o311ai_0: 35 / 35
o21a_1: 35 / 34
nand2b_1: 32 / 32
==> power by group through the flow <==
stage	sequential [mW]	combinational, mW	clock [mW]
after CTS	0	241	0
after global routing	0	254	0
==> final cells by class <==
cell class,count,share of cell area
Tap cell,1612,0.0388
Inverter,922,0.0665
Multi-Input combinational cell,5142,0.840
Antenna cell,2,0.0000962
Timing Repair Buffer,334,0.0543
==> final timing paths <==
kind | start | to | slack, ns | depth (start not counted)
max | a_fp[6] | out_fp[20] | 23.42 | 96
min | c_fp[31] | out_fp[31] | 37.15 | 5
No activity file was given, so power comes from the tool's default toggle rates.
